==> design.v <==
module Serial_Parrallel(
    input       clk,
    input       rst,
    input   [7:0]  Data_Serial,
    output reg [31:0]  Data_Parrallel,
	output reg done
);
reg [1:0] count;
always @(posedge clk or posedge rst) begin
    if(rst)
	begin
     Data_Parrallel <= 0;
     count <= 0;
	 done <= 1;
    end
    else
    begin
	if(done) begin
            case (count)
                0 : 
				 begin
				  Data_Parrallel[31:24] <= Data_Serial;
				 end
                1 : 
				 begin
				  Data_Parrallel[23:16] <= Data_Serial;
				 end
                2 : 
				 begin
				Data_Parrallel[15:8] <= Data_Serial;
				 end
                3 : 
				 begin
				  Data_Parrallel[7:0] <= Data_Serial;
				 end
                default : Data_Parrallel <= 0;
            endcase
			if(count == 3)
			done <= 0;
            count <= count +1;
		end
    end
end
endmodule
module PRBS (
 input wire clk ,
 input wire rst ,
 input wire [31:0] seq ,
 input wire [7:0] n ,
 output reg [7:0] out 
 );
reg [1:0] count ;
reg [7:0] count_n ;
reg [14:0] SHIFT_REG ;
always @(posedge clk or posedge rst)
 begin
  if(rst)
   begin
    out <= 0 ;
	count <= 0 ;
	count_n <= 0 ;
	SHIFT_REG <= 15'h7ABC ;
   end
  else
   begin
    SHIFT_REG <= seq[15:0] ;
    if(count_n <= n-1)
	 begin
      out <= seq[31 - (count*8) -: 8] ;
	  if(count == 3)
	   begin
	   count <= 0 ;
	   count_n <= count_n +1 ;
	   end
	   count <= count + 1 ;
	 end
	else 
	 begin
	  SHIFT_REG <= {SHIFT_REG[13:0],SHIFT_REG[14]^SHIFT_REG[13]} ;
	  out <= {SHIFT_REG[11:5],SHIFT_REG[0]} ;
	 end
   end
 end 
endmodule
module Patter_Detector 
(
 input wire clk , rst ,
 input wire [7:0] out_PRBS ,
 input wire [7:0] n_detec ,
 output reg Pattern_Flag 
);
parameter 		    IDLE	           = 3'b000       ;
parameter 		    BYTE_1	           = 3'b001       ;
parameter 		    BYTE_2	           = 3'b010       ;
parameter 		    BYTE_3             = 3'b011       ;
parameter 		    BYTE_4             = 3'b100       ;
parameter 		    DONE               = 3'b101       ; 
parameter 		    seq                = 32'hABCDEF23 ;
reg ERROR_SEQ , ERROR_SEQ_REG ;
reg [7:0] count ;
reg [2:0] current_state , next_state ;
always @(posedge clk or posedge rst) begin
 if(rst) begin
  current_state <= IDLE ;
  count <= 0 ;
  ERROR_SEQ_REG <= 0 ;
	end
 else begin
  current_state <= next_state ;
  ERROR_SEQ <= ERROR_SEQ_REG  ;
	end
end
always @(*) begin
	case (current_state)
		IDLE: begin
		 Pattern_Flag = 0 ;
		 next_state = BYTE_1 ; 
		end
		BYTE_1: begin
		 if(out_PRBS == seq[31:24])
		  begin
		   ERROR_SEQ_REG = 0 ;
		   next_state = BYTE_2 ; 
		  end
		 else
		  begin
		   ERROR_SEQ_REG = 1 ;
		   next_state = DONE ; 
		  end
		end
		BYTE_2: begin
		 if(out_PRBS == seq[23:16])
		  begin
		   ERROR_SEQ_REG = 0 ;
		   next_state = BYTE_3 ; 
		  end
		 else
		  begin
		   ERROR_SEQ_REG = 1 ;
		   next_state = DONE ; 
		  end
		end
		BYTE_3: begin
		 if(out_PRBS == seq[15:8])
		  begin
		   ERROR_SEQ_REG = 0 ;
		   next_state = BYTE_4 ; 
		  end
		 else
		  begin
		   ERROR_SEQ_REG = 1 ;
		   next_state = DONE ; 
		  end
		end
		BYTE_4: begin
		 if(n_detec == 1)
		  begin
		  if(out_PRBS == seq[7:0])
		   begin
		    ERROR_SEQ_REG = 0 ;
		    next_state = DONE ; 
		   end
		  else
		   begin
		    ERROR_SEQ_REG = 1 ;
		    next_state = DONE ; 
		   end
		  end
		 else if(count != n_detec-1)
		  begin
		   count = count + 1 ;
		   ERROR_SEQ_REG = 0 ;
		   next_state = BYTE_1 ;
		  end
		 else
		  begin
		   ERROR_SEQ_REG = 0 ;
		   next_state = DONE ; 
		  end
		end
		DONE  : begin
		 if(ERROR_SEQ_REG)
		  Pattern_Flag = 0 ;
		 else
		  Pattern_Flag = 1 ;
		end
		default: next_state = IDLE;
	endcase
end
endmodule
module TOP_PRBS
(
 input wire clk , rst ,
 input wire [7:0] N ,
 input wire [7:0] seq ,
 output wire [7:0] OUT ,
 output wire Pattern_Flag
);
wire done;
wire [31:0] Data_Parrallel ;
Patter_Detector Patter_Detector_1
(
 .clk(clk) ,
 .rst(done) ,
 .out_PRBS(OUT) ,
 .n_detec(N) ,
 .Pattern_Flag(Pattern_Flag) 
);
Serial_Parrallel Serial_Parrallel_1(
 .clk(clk) ,
 .rst(rst) ,
 .Data_Serial(seq) ,
 .Data_Parrallel(Data_Parrallel),
 .done(done)
);
PRBS PRBS_1
(
 .clk(clk) ,
 .rst(done) ,
 .seq(Data_Parrallel) ,
 .n(N) ,
 .out(OUT) 
);
endmodule
==> run.sh <==
#!/bin/bash
# OpenROAD 26Q1-2900-gdf79404cd8, Yosys 0.63+post, stock flow scripts
make -C /OpenROAD-flow-scripts/flow DESIGN_CONFIG=/design/flow/config.mk WORK_HOME=/design/flow/orfs finish
==> config.mk <==
export PLATFORM = sky130hd
export DESIGN_NAME = TOP_PRBS
export DESIGN_NICKNAME = TOP_PRBS
export VERILOG_FILES = /design/flow/design.v
export SDC_FILE = /design/flow/constraint.sdc
export NUM_CORES = 4
export LEC_CHECK = 1
export CORE_UTILIZATION = 40
==> constraint.sdc <==
current_design TOP_PRBS

set clk_period 1.0
set clk_io_pct 0.2

create_clock -name clk0 -period $clk_period [get_ports {clk}]

set non_clock_inputs [all_inputs -no_clocks]
set_input_delay [expr $clk_period * $clk_io_pct] -clock clk0 $non_clock_inputs
set_output_delay [expr $clk_period * $clk_io_pct] -clock clk0 [all_outputs]
==> flow_summary.ini <==
; implementation run metrics
[power_and_ir_drop]
clkPwrFrac_pct = 20.2
seqPwrFrac_pct = 31.6
swShare_pct = 28.9
vdd_drop_max_uv = 1270
pwr-share-comb_pct = 48.2
p_sw_uw = 3860
p_per_area_nw_per_um2 = 2440
p_int_uw = 9530
total_power_uw = 13400
cellLeakagePower_uw = 0.00251

[grt]
antenna_found_initial = 0
grt.overflow.total = 0
grt_usage_pct = 18.5
grt_pass1_wl_um = 13400
grt_pass1_vias = 2653
grt_max_degree = 33

[synthesis]
synth-edff-count = 0
synth_area_sq_um = 3650
netlist.area_leader.share_pct = 41.1
synth_cell_types = 46
synthAoiAreaFrac_pct = 4.14
synth-simple-area-share_pct = 8.66
top_logic_kind = multiplexers
top_cells_by_area = dfrtp_1 (41%), mux2_2 (12%), dfstp_2 (7.9%)
ys_sh_xor_pct = 4.31
ys_cells = 258
mux_share_pct = 24.4
synth-async-reset-ratio_pct = 94.7
yosysChipArea_sq_um = 3650
syn-mean-instance-area_sq_um = 14.2
ys_sh_adder_pct = 5.48
synth_top_cell_by_area = dfrtp_1
yosys_warnings = 37
syn_inst = 258
yosys_most_used_dff = dfrtp_1
ys_ff = 75

[layout]
mostFrequentLayoutCells = buf_4 (79), dfrtp_1 (58), mux2_4 (52)
fin_cells = 502
final_area_sq_um = 5480
final_layout_top_logic_cell = buf_4
fillers = 638
area_delta_synth_final_pct = 49.9
drive_gt1_share_pct = 62.4
post-route-util_pct = 62.5

[critical_path]
arrival_ps = 2660
ff2ff_setup_slack_ps = -1190
r2r_start = PRBS_1.count_n[5]
end_kind = flip-flop
crit_required_ps = 1230
start_kind = primary input
crit_type = primary input to flip-flop
crit_buf_inv = 3
reg2reg_depth = 9
cpMaxStageDelayCell = or4_4
crit_chain = buf_6 > or4_4 > nor4_4 > xnor2_1 > ha_1 > o211ai_1 > buf_4 > a221oi_4 > nand2_4 > buf_6 > mux2_4
slowest_delay_ps = 560
r2r_end = PRBS_1.count_n[1]
cpLargestDelayFamily = simple AND/OR/NAND/NOR gates
crit_top_cell = buf_6
cp_max_fo = 6

[floorplanning]
fp-row-count = 34
die_area_sq_um = 9520
io_pins = 27
core_sq_um = 8760
die_y_um = 97.6
fp_util_pct = 41.7
die_w_um = 97.6

[placement]
dpl_cell_area_sq_um = 4830
dp_hpwl_um = 5430
numPlacedInstances = 461
gp_congestion = 0.804
port-buffer-count = 26

[run]
warnings = 32
maxCapViolations = 0

[clock_network]
numCtsBuffers = 9
clk_path_buf_depth = 2
clock_latency_ps = 340
clk_pin_slew_worst_paths_ps = 70
tritoncts = done
clockRootBuffer = clkbuf_8
htreeDepth = 3

[timing]
relSlewSlack_pct = 66.6
worst_pin_slew_ps = 496
layout_worst_path_cycle_share_pct = 243
untimed_endpoints = 8
unclocked_pins = 4
skew_ps = 6.43
slew_viol_final = 0
period_minus_slack_ps = 2430
finalHoldViolCount = 0
rsz0062_at_grt = true
setup_tns_ps = -54150
setup_viol = 75
setup_ws_ps = -1430
fmax_mhz = 412

[route]
n_antenna_cell = 0
drc = 0
postRouteAntennaNets = 0
vias = 2529
wirelength_um = 7950
drt_iter0_markers = 65
dr.pass1.iters = 4
via_per_inst = 5.04
avgRoutedWirePerCell_um = 15.8

[worst_hold_path]
worstHoldPathType = primary input to asynchronous set/reset pin

[status]
outcome = finished, violations left
violations = setup timing
## what timing repair did
item / CTS / global route
resized: 87 / 21
hold buffers: 0 / 0
setup endpoints to repair: 74 / 86
gates cloned: 1 / 2
pin swaps: 18 / 12
endpoints found under the hold margin: 0 / 0
setup buffers: 14 / 9
## worst max path at each step
stage,startpoint,to,depth (start not counted)
CTS,N[3],PRBS_1.SHIFT_REG[6],11
global route,N[5],PRBS_1.SHIFT_REG[6],11
finish,N[5],PRBS_1.out[4],11
## synthesized netlist by cell type (2+ instances only)
master / instances
a211o_1: 2
a21oi_1: 8
and4_1: 3
buf_1: 2
buf_12: 2
clkbuf_1: 2
dfrtp_1: 60
dfstp_2: 11
dlxtn_1: 4
ha_1: 16
inv_1: 8
mux2_2: 38
mux2_4: 19
mux4_2: 8
nand2_1: 9
nand3_1: 4
nand3b_1: 2
nand4_1: 6
nor2_1: 6
nor2b_1: 3
nor3_1: 3
o211ai_1: 2
xnor2_1: 7
xor2_1: 11
## sequential cells by signal (all words and copies together), names as in the netlist
| signal | count |
|---|---|
| PRBS_1.count | 2 |
| PRBS_1.SHIFT_REG | 15 |
| PRBS_1.count_n | 8 |
| Patter_Detector_1.current_state | 3 |
| Patter_Detector_1.next_state | 3 |
| PRBS_1.out | 8 |
| Serial_Parrallel_1.done | 1 |
| Serial_Parrallel_1.count | 2 |
| Patter_Detector_1.Pattern_Flag | 1 |
| Serial_Parrallel_1.Data_Parrallel | 32 |
## metrics by stage
step	worst slack, ps	hold WS (ps)
floorplan	-1670	349
finish	-1430	185
detailed placement	-2140	419
global placement	-2150	413
global route	-1560	178
CTS	-1520	175
## cells by family after synthesis
logic type | Yosys count
fa+ha+maj | 16
latches | 4
simple gates | 50
compound gates | 20
mux | 65
buf+inv | 14
flops | 71
xor+xnor | 18
## worst reg2reg max path, delay by kind of cell (launching register included)
family	cells	cell delay, ps
compound gates	4	620
buf+inv	3	440
mux	1	310
fa+ha+maj	1	320
flops	1	400
## power groups by stage
stage     Clock [uW]  Combinational [uW]  Sequential, uW
4_1_cts         2750                6290            4250
5_1_grt         2890                6960            4340
6_report        2700                6460            4230
## layout make-up
type,count,area [sq um],area share [%]
Multi-Input combinational cell,169,2070,37.9
Sequential cell,75,1850,33.8
Timing Repair Buffer,126,1140,20.8
Tap cell,108,135,2.47
Clock buffer,10,128,2.33
Clock inverter,6,109,1.99
Inverter,8,38.8,0.708
## metal layers
metal | wire (um) | GRT usage (%) | vias to the layer above
met5 | 0 | 0 | -
met1 | 3790 | 30.0 | 1253
met3 | 408 | 4.25 | 8
met2 | 3650 | 27.8 | 50
met4 | 106 | 2.15 | 0
li1 | - | - | 1218
Power is estimated from default activity; no workload was simulated.
